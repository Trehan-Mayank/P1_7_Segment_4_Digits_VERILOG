$ cat design/flow/run.sh
#!/bin/bash
# OpenROAD 26Q1-2900-gdf79404cd8, Yosys 0.63+post, stock flow scripts
make -C /OpenROAD-flow-scripts/flow DESIGN_CONFIG=/design/flow/config.mk WORK_HOME=/design/flow/orfs finish
$ cat design/flow/config.mk
export PLATFORM = sky130hd
export DESIGN_NAME = Top_Module
export DESIGN_NICKNAME = Top_Module
export VERILOG_FILES = /design/flow/design.v
export SDC_FILE = /design/flow/constraint.sdc
export NUM_CORES = 4
export LEC_CHECK = 1
export CORE_UTILIZATION = 30
$ cat design/flow/constraint.sdc
current_design Top_Module

set clk_period 7.7
set clk_io_pct 0.2

create_clock -name clk0 -period $clk_period [get_ports {clk}]

set non_clock_inputs [all_inputs -no_clocks]
set_input_delay [expr $clk_period * $clk_io_pct] -clock clk0 $non_clock_inputs
set_output_delay [expr $clk_period * $clk_io_pct] -clock clk0 [all_outputs]
$ cat design/flow/design.v
`timescale 1ns / 1ps
module Anode_Controller(
                        input Clk_Refresh,
                        output reg [7:0] anode = 8'b1111_1111
                     );
reg [1:0] refresh_digit=0;
always@(posedge Clk_Refresh)
begin
    if (refresh_digit < 3) begin
        refresh_digit <= refresh_digit +1;
    end
    else
        refresh_digit <= 0;
end
always@(posedge Clk_Refresh)
begin
        case(refresh_digit)
        2'b00:
                anode = 8'b1111_1110;   
        2'b01:
                anode = 8'b1111_1101;
        2'b10:
                anode = 8'b1111_1011;
        2'b11:
                anode = 8'b1111_0111;  
        endcase
end
endmodule
`timescale 1ns / 1ps
module Cathode_Controller(
                          input [3:0] ones,       		 
		                  input [3:0] tens,      		 
		                  input [3:0] hundreads,			 
		                  input [3:0] thousands,
                          input [7:0] anode,
                          output reg [7:0] cathodes = 0
);
always@ (anode)
begin
        if (anode == 8'b1111_1110) begin
        case(ones)
        4'd0: 
                cathodes <= 8'b11000000; 
        4'd1: 
                cathodes <= 8'b11111001; 
        4'd2: 
                cathodes <= 8'b10100100; 
        4'd3: 
                cathodes <= 8'b10110000; 
        4'd4: 
                cathodes <= 8'b10011001; 
        4'd5: 
                cathodes <= 8'b10010010; 
        4'd6: 
                cathodes <= 8'b10000010; 
        4'd7: 
                cathodes <= 8'b11111000; 
        4'd8: 
                cathodes <= 8'b10000000; 
        4'd9: 
                cathodes <= 8'b10010000; 
        default: 
                cathodes <= 8'b11000000; 
        endcase
        end
        else if (anode == 8'b1111_1101) begin
        case(tens)
        4'd0: 
                cathodes <= 8'b11000000; 
        4'd1: 
                cathodes <= 8'b11111001; 
        4'd2: 
                cathodes <= 8'b10100100; 
        4'd3: 
                cathodes <= 8'b10110000; 
        4'd4: 
                cathodes <= 8'b10011001; 
        4'd5: 
                cathodes <= 8'b10010010; 
        4'd6: 
                cathodes <= 8'b10000010; 
        4'd7: 
                cathodes <= 8'b11111000; 
        4'd8: 
                cathodes <= 8'b10000000; 
        4'd9: 
                cathodes <= 8'b10010000; 
        default: 
                cathodes <= 8'b11000000; 
        endcase
        end
        if (anode == 48'b1111_1011) begin
        case(hundreads)
        4'd0: 
                cathodes <= 8'b11000000; 
        4'd1: 
                cathodes <= 8'b11111001; 
        4'd2: 
                cathodes <= 8'b10100100; 
        4'd3: 
                cathodes <= 8'b10110000; 
        4'd4: 
                cathodes <= 8'b10011001; 
        4'd5: 
                cathodes <= 8'b10010010; 
        4'd6: 
                cathodes <= 8'b10000010; 
        4'd7: 
                cathodes <= 8'b11111000; 
        4'd8: 
                cathodes <= 8'b10000000; 
        4'd9: 
                cathodes <= 8'b10010000; 
        default: 
                cathodes <= 8'b11000000; 
        endcase
        end
        if (anode == 8'b1111_0111) begin
        case(thousands)
        4'd0: 
                cathodes <= 8'b11000000; 
        4'd1: 
                cathodes <= 8'b11111001; 
        4'd2: 
                cathodes <= 8'b10100100; 
        4'd3: 
                cathodes <= 8'b10110000; 
        4'd4: 
                cathodes <= 8'b10011001; 
        4'd5: 
                cathodes <= 8'b10010010; 
        4'd6: 
                cathodes <= 8'b10000010; 
        4'd7: 
                cathodes <= 8'b11111000; 
        4'd8: 
                cathodes <= 8'b10000000; 
        4'd9: 
                cathodes <= 8'b10010000; 
        default: 
                cathodes <= 8'b11000000; 
        endcase
        end
end
endmodule
`timescale 1ns / 1ps
module Clk_Refresh(
                input wire clk,
                output reg out_clk=0   
                        );
integer counter_value = 0;
always@ (posedge clk)
begin 
        if (counter_value == 499)
        begin
            counter_value <= 0;
            out_clk <= ~out_clk;
        end
        else 
            counter_value = counter_value +1; 
end
endmodule
`timescale 1ns / 1ps
module Digits_Compute(
        input clk,
		input reset,
		input [7:0] Data,
		output reg [3:0] ones,       		 
		output reg [3:0] tens,      		 
		output reg [3:0] hundreads,			 
		output reg [3:0] thousands			 
);
integer ones_compute = 0;
integer tens_compute = 0;
integer hundreads_compute = 0;
always @(posedge clk or posedge reset) begin
if(reset)
	begin
		hundreads <= 0;
		tens <= 0;
		ones <= 0;
	end
else begin
	if(0 <= Data && Data < 10) begin
		ones = Data;
		tens <= 0;
		hundreads <= 0;
		thousands <= 0;
		end
	else if(10 <= Data && Data < 100) begin
		tens_compute = Data/10;
		ones_compute = Data - (tens_compute *10);
		tens = tens_compute;
		ones = ones_compute;
		hundreads <= 0;
		thousands <= 0;
		end
	else if(100 <= Data && Data < 1000) begin
		hundreads_compute = Data/100;
		tens_compute = ((Data - (hundreads_compute *100))/10);
		ones_compute = (Data - (hundreads_compute *100) - (tens_compute *10));
		tens = tens_compute;
		ones = ones_compute;
		hundreads = hundreads_compute;
		end
	end
end    
endmodule
`timescale 1ns / 1ps
module Top_Module(
                    input clk,
                    input reset,
                    input [7:0] Data,
                    output [7:0] anode,              
                    output [7:0] cathodes            
                  );
wire [3:0] ones,tens,hundreads,thousands;
wire clk_Refresh;		                  
Digits_Compute Block0(
                    clk,
                    reset,
                    Data,
                    ones,       		         
                    tens,      		             
                    hundreads,		        	 
                    thousands		         	 
);
Clk_Refresh Block1(
                    clk,
                    clk_Refresh   
                        );
Anode_Controller Block2(
                        clk_Refresh,
                        anode
                     );
Cathode_Controller Block3(
                          ones,       		     
		                  tens,      		     
		                  hundreads,			 
		                  thousands,
                          anode,
                          cathodes
);
endmodule
==> impl_metrics.toml <==
# physical design summary
[worst_setup_path]
reg2reg_depth = 8
cp-end-kind = "register"
worst-r2r-setup-slack_ps = 5390
crit_start = "Data[2]"
slowest_delay_ps = 590
arrival_ps = 18480
slowest_stage = "fa_1"
r2r_end = "Block1.counter_value[31]"
path_class = "in2reg"
path_common_cell = "ha_4"
worst-path-max-fanout = 7
start_kind = "input port"
r2r-start = "Block1.counter_value[12]"
critical_path_required_ps = 7900

[cts]
cts_tree = "yes"
clk_latency_ps = 280
cts_buffer_depth = 2
holdBufCountCts = 0
cts_buffers = 5
h-tree-depth = 2
clkTransAtPathRegs_ps = 70
cts_root_buf = "clkbuf_16"

[grt]
grt_pass1_wl_mm = 29.0
grt_max_degree = 18
overflow = 0
grt_use_total = 0.157
grt_pass1_vias = 6405
antenna_found_initial = 0

[yosys]
synthAoiAreaFrac = 0.241
synth.area.mux_share = 0.0384
ys_chip_area_um2 = 6450
ys_sh_simple = 0.226
ys_cells = 811
xor_share = 0.0937
syn_inst = 811
ys.flop_type = "dfxtp_1"
synth-edff-count = 1
logic_family = "AND-OR/OR-AND gates"
top_cells_by_area = "ha_1 (15%), dfxtp_1 (12%), xnor2_1 (7.3%)"
postSynth.asyncResetShare = 0.203
syn_area_um2 = 6450
avgSynthCellArea_um2 = 7.95
yosys.area.top_type_share = 0.153
ys_sh_adder = 0.166
ys.flops = 59
synth_area_leader_cell = "ha_1"
ys_warn_count = 4
ys_types = 85

[layout]
syn2layout_area_growth_pct = 57.0
drive_gt1_frac = 0.408
final_layout_top_logic_cells = "buf_4 (297), nor2_1 (70), ha_1 (67)"
lay_top_count = "buf_4"
fill_cells = 1830
stdcell_count = 1402
fin_util = 0.482

[final_timing]
unclocked_regs = 14
fin_crit_sh = 2.37
untimed_endpoints = 25
tightest_slew_ps = 538
slew_headroom = 0.632
slew_viol_final = 0
finalSetupViolations = 10
period_needed_ps = 18280
worst_slack_ps = -10580
rsz0062_at_grt = "true"
final.setup_skew_ps = 9.79
hold_viol_final = 0
fmax_mhz = 54.7

[drt]
viasPerCell = 4.95
antenna-diode-count = 0
routed_wl_mm = 17.7
drt_iter0_markers = 319
drcViolationCount = 0
avgRoutedWirePerCell_um = 12.6
firstDrtPassIters = 4
antenna_left = 0
routed-via-count = 6942

[placed_design]
dp_hpwl_mm = 12.4
portBuffers = 21
dp_cells = 1288
place_congestion = 0.915

[status]
violations = "setup timing"
outcome = "finished, violations left"

[floorplanning]
fp.dieW_um = 149
ios = 26
dieHeight_um = 149
dieArea_um2 = 22100
fp_util = 0.307
rows = 53
coreArea_um2 = 21000

[min_path]
min_to = "Block1.counter_value[31]"
hold_class = "reg2reg"
whs_path_depth = 1
hold_path_startpoint = "Block1.counter_value[31]"

[flow_run]
cap_viol_max_count = 0
openroad.warnings = 47
-- registers in the layout (all words and copies together) (netlist names) --
signal,count
Block2.refresh_digit,2
Block3.cathodes,8
Block1.counter_value,32
Block0.tens,4
Block2.anode,4
Block0.ones,4
Block1.out_clk,1
Block0.hundreads,4
-- area by class of cell --
type	count	area, um2	share of cell area
multi-input combinational	684	5680	0.561
timing repair buffer	329	2560	0.253
sequential	59	1210	0.120
tap	275	344	0.0340
inverter	47	183	0.0180
clock buffer	5	125	0.0124
clock inverter	3	23.8	0.00235
-- critical path: cells and delay by family --
kind	cells	cell delay, ps
simple gates	29	4000
compound gates	43	7080
buf+inv	11	960
fa+ha+maj	15	4180
xor+xnor	4	690
-- what timing repair did --
| action | 4_1_cts | 5_1_grt |
|---|---|---|
| setup buffers | 78 | 30 |
| resized | 70 | 45 |
| pin swaps | 61 | 72 |
| setup endpoints to repair | 10 | 10 |
| cloned | 0 | 1 |
-- metrics by stage --
stage,setup WS [ps],instance area [um2],hold slack [ps],setup TNS [ps]
after floorplan,-11240,6780,435,-75550
after global placement,-10850,8720,453,-74700
after detailed placement,-11150,8720,459,-76890
after CTS,-10100,9700,473,-67840
after global routing,-11440,10100,486,-78330
final,-10580,10100,471,-71530
-- cell usage after synthesis, types with 6 or more instances --
| cell | n |
|---|---|
| a211o_1 | 6 |
| a211oi_1 | 12 |
| a21oi_1 | 51 |
| a31oi_1 | 9 |
| and2_1 | 10 |
| and3_1 | 7 |
| and4_1 | 6 |
| buf_4 | 6 |
| clkbuf_1 | 17 |
| dfrtp_1 | 12 |
| dfxtp_1 | 38 |
| dlxtn_1 | 8 |
| ha_1 | 79 |
| inv_1 | 46 |
| mux2_2 | 7 |
| mux2i_1 | 12 |
| nand2_1 | 60 |
| nand2b_1 | 10 |
| nand3_1 | 23 |
| nand4_1 | 14 |
| nor2_1 | 80 |
| nor2b_1 | 10 |
| nor3_1 | 22 |
| nor4_1 | 9 |
| o211a_1 | 6 |
| o211ai_1 | 7 |
| o21a_1 | 11 |
| o21ai_0 | 38 |
| o21bai_1 | 6 |
| o22ai_1 | 9 |
| o31ai_1 | 11 |
| xnor2_1 | 54 |
| xor2_1 | 15 |
-- routing by layer --
layer  vias to the layer above  global-route usage  wire [um]
met5                         -                   0          0
met4                         0              0.0216        219
met3                        20             0.00689        420
met2                       108               0.262       8250
met1                      3226               0.231       8780
li1                       3588                   -          -
-- worst max-delay path by stage --
| stage | endpoint | cells after the start | slack, ps |
|---|---|---|---|
| 4_1_cts | Block0.ones[3] | 102 | -10100 |
| 6_report | Block0.ones[3] | 102 | -10580 |
| 5_1_grt | Block0.ones[3] | 103 | -11440 |
-- logic make-up after synthesis --
kind of cell    after synthesis
other cells                   2
xor+xnor                     69
simple gates                284
latches                       8
buf+inv                      73
mux                          23
fa+ha+maj                    83
compound gates              218
flops                        51
